<file path="./design.v">
(* top *) module bitshifter #(
  parameter integer DIV     = 50_000,
  parameter integer N       = 8
)(
  (* iopad_external_pin *) input  wire clk,
  (* iopad_external_pin *) input  wire cs,
  (* iopad_external_pin *) input  wire sdo,
  (* iopad_external_pin *) input  wire btn_raw,
  (* iopad_external_pin *) output wire miso,
  (* iopad_external_pin *) output wire o_clk,
  (* iopad_external_pin *) output wire o_cs,
  (* iopad_external_pin *) output wire o_cs_en
);
  reg init1, init2;
  wire por_active = ~init2;
  reg btn_sync1, btn_sync2;
  reg [31:0] div_cnt;
  wire sample_en = (div_cnt == (DIV-1));
  reg  [N-1:0] hist;
  reg          btn_stable;
  wire [N-1:0] next_hist    = {hist[N-2:0], btn_sync2};
  wire         set_cond     = &next_hist;
  wire         clr_cond     = ~|next_hist;
  wire         next_stable  = set_cond ? 1'b1 :
                              clr_cond ? 1'b0 :
                                         btn_stable;
  wire         btn_inc_pulse= sample_en && (next_stable & ~btn_stable);
  reg  [3:0]  len;
  reg  [14:0] pipe;
  assign o_clk   = clk;
  assign miso    = sdo;
  assign o_cs_en = 1'b1;
  assign o_cs    = (len == 4'd0) ? cs : pipe[len-1];
  integer i;
  always @(posedge clk) begin
    init1 <= 1'b1;
    init2 <= init1;
    btn_sync1 <= btn_raw;
    btn_sync2 <= btn_sync1;
    if (por_active) begin
      div_cnt <= 32'd0;
    end else if (sample_en) begin
      div_cnt <= 32'd0;
    end else begin
      div_cnt <= div_cnt + 32'd1;
    end
    if (por_active) begin
      len        <= 4'd0;
      pipe       <= 15'd0;
      hist       <= {N{1'b0}};
      btn_stable <= 1'b0;
    end else begin
      if (sample_en) begin
        hist       <= next_hist;
        btn_stable <= next_stable;
      end
      if (btn_inc_pulse) begin
        len <= (len == 4'd15) ? 4'd0 : (len + 4'd1);
      end
      pipe <= {pipe[13:0], cs};
    end
  end
endmodule
(* top *)
module bitshifter_btn_reset #(
  parameter integer MAX_LEN      = 15,          
  parameter integer CLOCK_HZ     = 12_000_000,  
  parameter integer DEBOUNCE_MS  = 10           
)(
  (* iopad_external_pin *) input  wire ext_clk,
  (* iopad_external_pin *) input  wire in_bit,
  (* iopad_external_pin *) input  wire btn,      
  (* iopad_external_pin *) input  wire rst_n,    
  (* iopad_external_pin *) output wire out,
  (* iopad_external_pin *) output wire out_en
);
  reg btn_sync1, btn_sync2;
  always @(posedge ext_clk or negedge rst_n) begin
    if (!rst_n) begin
      btn_sync1 <= 1'b0;
      btn_sync2 <= 1'b0;
    end else begin
      btn_sync1 <= btn;
      btn_sync2 <= btn_sync1;
    end
  end
  localparam integer DB_CNT_MAX = (CLOCK_HZ/1000)*DEBOUNCE_MS;
  localparam integer DB_CNT_W   = (DB_CNT_MAX > 0) ? $clog2(DB_CNT_MAX+1) : 1;
  reg [DB_CNT_W-1:0] db_cnt;
  reg btn_state;         
  reg btn_state_prev;    
  wire btn_changed = (btn_sync2 != btn_state);
  always @(posedge ext_clk or negedge rst_n) begin
    if (!rst_n) begin
      db_cnt         <= {DB_CNT_W{1'b0}};
      btn_state      <= 1'b0;
      btn_state_prev <= 1'b0;
    end else begin
      if (btn_changed) begin
        db_cnt <= DB_CNT_MAX[DB_CNT_W-1:0];
      end else if (db_cnt != 0) begin
        db_cnt <= db_cnt - 1'b1;
        if (db_cnt == 1) begin
          btn_state <= btn_sync2;
        end
      end
      btn_state_prev <= btn_state;
    end
  end
  wire btn_rise = (btn_state == 1'b1) && (btn_state_prev == 1'b0);
  localparam integer LEN_W = (MAX_LEN > 0) ? $clog2(MAX_LEN+1) : 1;
  reg [LEN_W-1:0] len;
  always @(posedge ext_clk or negedge rst_n) begin
    if (!rst_n) begin
      len <= {LEN_W{1'b0}};  
    end else begin
      if (btn_rise) begin
        if (len == MAX_LEN[LEN_W-1:0]) len <= {LEN_W{1'b0}};
        else                           len <= len + 1'b1;
      end
    end
  end
  reg [MAX_LEN-1:0] shift_reg;
  generate
    if (MAX_LEN >= 2) begin : g_shift
      always @(posedge ext_clk or negedge rst_n) begin
        if (!rst_n) begin
          shift_reg <= {MAX_LEN{1'b0}};
        end else begin
          shift_reg <= {shift_reg[MAX_LEN-2:0], in_bit};
        end
      end
    end else begin : g_shift1
      always @(posedge ext_clk or negedge rst_n) begin
        if (!rst_n) begin
          shift_reg <= {MAX_LEN{1'b0}};
        end else begin
          shift_reg[0] <= in_bit;
        end
      end
    end
  endgenerate
  reg selected_bit;
  integer i;
  always @* begin
    if (len == {LEN_W{1'b0}}) begin
      selected_bit = in_bit;
    end else begin
      selected_bit = 1'b0;
      for (i = 0; i < MAX_LEN; i = i + 1) begin
        if ((len - 1'b1) == i[LEN_W-1:0]) begin
          selected_bit = shift_reg[i];
        end
      end
    end
  end
  reg out_reg;
  always @(posedge ext_clk or negedge rst_n) begin
    if (!rst_n) begin
      out_reg <= 1'b0;
    end else begin
      out_reg <= selected_bit;
    end
  end
  assign out    = out_reg;
  assign out_en = 1'b1;
endmodule
</file>
<file path="./run.sh">
#!/bin/bash
# OpenROAD 26Q1-2900-gdf79404cd8, Yosys 0.63+post, stock flow scripts
make -C /OpenROAD-flow-scripts/flow DESIGN_CONFIG=/design/flow/config.mk WORK_HOME=/design/flow/orfs finish
</file>
<file path="./config.mk">
export PLATFORM = sky130hd
export DESIGN_NAME = bitshifter_btn_reset
export DESIGN_NICKNAME = bitshifter_btn_reset
export VERILOG_FILES = /design/flow/design.v
export SDC_FILE = /design/flow/constraint.sdc
export NUM_CORES = 4
export LEC_CHECK = 1
export CORE_AREA = 10 10 107 107
export DIE_AREA = 0 0 117 117
</file>
<file path="./constraint.sdc">
current_design bitshifter_btn_reset

set clk_period 8.4
set clk_io_pct 0.2

create_clock -name clk0 -period $clk_period [get_ports {ext_clk}]

set non_clock_inputs [all_inputs -no_clocks]
set_input_delay [expr $clk_period * $clk_io_pct] -clock clk0 $non_clock_inputs
set_output_delay [expr $clk_period * $clk_io_pct] -clock clk0 [all_outputs]
</file>
==> reports/metrics.yaml <==
clock_network:
  cts_sinks: 22
  cts_tree: "built"
  root_buffer: "clkbuf_8"
  cts_htree_levels: 1
  cts_setup_buffers: 0
  post_cts_resized: 0
  clock_latency_ns: 0.26
  numCtsBuffers: 3
  holdBufCountCts: 0
  cts.clk_slew.worst_paths_ns: 0.07
  cts_buffer_depth: 2
global_routing:
  groute.usage.overall_pct: 2.40
  grt_pass1_wl_um: 2660
  grt_max_degree: 23
  globalRouteOverflowTotal: 0
  grt_pass1_vias: 521
  antenna_found_initial: 0
critical_path:
  worst_path_largest_cell_delay_ns: 0.49
  required_ns: 6.72
  path_class: "reg2out"
  path_cells: "clkdlybuf4s50_1"
  crit_family: "buffers and inverters"
  cp.arrival_ns: 1.08
  crit_path_top_delay_cell: "clkdlybuf4s50_1"
  worstPathMaxFanout: 1
  worst-r2r-setup-slack_ns: 6.29
  path_buffers: 1
  crit_path_end_kind: "primary output"
  start_kind: "flop"
synthesis:
  ys_chip_area_um2: 932
  synth_stat.cells: 81
  topCellsByArea: "dfrtp_1 (59%), ha_1 (5.4%), o21ai_0 (3.2%)"
  syn_area_um2: 932
  top_area_share_pct: 59.1
  ys_types: 31
  ys_seq_share_pct: 59.1
  yosysWarningCount: 1
  synth_cells: 81
  async_reset_ff_share_pct: 100
  synth-edff-count: 0
  largest_area_cell: "dfrtp_1"
  synth_area_per_cell_um2: 11.5
  ys.flops: 22
  ys.flop_type: "dfrtp_1"
layout:
  area_delta_synth_final_pct: 22.4
  largest_register_ffs: 15
  drive_gt1_share_pct: 8.33
power_and_ir_drop:
  power_mw: 0.190
  power_density_nw_per_um2: 167
  p_leak_nw: 0.466
  switching_share_pct: 19.2
  vdd_ir_drop_max_mv: 0.0641
  p_int_mw: 0.154
  seqPwrFrac_pct: 58.6
  p_clk_share_pct: 38.6
  combPwrFrac_pct: 2.8
  p_sw_mw: 0.0366
min_path:
  min_path_type: "reg2reg"
detailed_routing:
  routedWlPerCell_um: 8.17
  vias: 587
  viasPerCell: 3.01
  first_pass_iters: 4
  drt_iter0_drc: 78
  antennaDiodeCount: 0
  antenna_left: 0
  totalWireLength_um: 1590
  route.detailed.drc: 0
sta:
  rsz0062_at_grt: "no"
  final-setup-viol-count: 0
  period_needed_ns: 2.76
  fin_ws_ns: 5.64
  finalClockPeriodUsage_pct: 32.8
  max_clock_freq_ghz: 0.363
  setup_tns_ns: 0
  hold_violations: 0
  worst_clock_skew_ns: 0.00180
  slew_violations: 0
floorplanning:
  pin_count: 6
  core_util_floorplan_pct: 10.1
  rows: 35
  die_y_um: 117
  dieArea_um2: 13700
  core-area_um2: 9200
  die_w_um: 117
run_status:
  status: "complete, no violations"
run:
  max_cap_violations: 0
  warning_count: 29
placed_design:
  portBuffers: 3
  dp_hpwl_um: 1120
  place_ws_ns: 5.56
  gp_congestion: 0.814
-- path summary, 6_finish.rpt --
kind | cells after the start | from | to
max | 1 | out_reg$_DFF_PN0_ | out
min | 0 | shift_reg[6]$_DFF_PN0_ | shift_reg[7]$_DFF_PN0_
max reg2reg | 7 | len[0]$_DFFE_PN0P_ | out_reg$_DFF_PN0_
min reg2reg | 0 | shift_reg[6]$_DFF_PN0_ | shift_reg[7]$_DFF_PN0_
max in group asynchronous | 2 | rst_n | shift_reg[1]$_DFF_PN0_
min in group asynchronous | 2 | rst_n | shift_reg[11]$_DFF_PN0_
-- worst register-to-register path, stage by stage (launching register included) --
cell       delay (ns)
dfrtp_1          0.46
inv_1            0.17
ha_1             0.33
or3b_2           0.49
o2bb2ai_1        0.14
a21oi_1          0.07
a21boi_0         0.14
a31o_2           0.22
-- layer usage --
layer  up-vias  track usage (%)  wire length (µm)
met2        10             2.92               567
met3         0            0.980                87
met4         0            0.165                 0
met1       282             3.90               940
li1        295                -                 -
met5         -                0                 0
-- cell usage after synthesis, drive strengths merged (2+ instances only) --
library cell and n:
ha 4, nand3 2, inv 3, nand2b 2, dfrtp 22, nand2 7, nor2b 3, clkbuf 4
o21ai 6, a211oi 3, o211ai 2, a21oi 3, a221o 2
-- cells by family (layout without fill, tap and decap cells) --
logic type                 after synthesis  after routing  share of synthesized area [%]
and+or+nand+nor                         20             20                           11.8
DFF                                     22             22                           59.1
AOI/OAI and AO/OA                       25             25                           18.8
buffers and inverters                    8             11                           3.62
adders and majority gates                4              4                           5.37
xor gates and xnor gates                 1              1                          0.940
other                                    1              1                          0.402
-- stage by stage --
stage	std cells	utilization (%)	hold slack (ns)	area [µm²]
after global routing	195	12.4	0.377	1140
after CTS	195	12.4	0.371	1140
final	195	12.4	0.368	1140
after global placement	191	11.8	0.352	1090
after floorplan	81	-	0.346	932
after detailed placement	191	11.8	0.352	1090
-- placed cells by master (no fill, tap or decap), types with 2 or more instances in the layout --
cell             synthesis  layout
o211ai_1                 2       2
nand2b_1                 2       2
clkbuf_8                 0       4
a21oi_1                  3       3
o21ai_0                  6       6
a211oi_1                 3       3
clkdlybuf4s50_1          0       3
nor2b_1                  3       3
inv_1                    3       3
a221o_1                  2       2
dfrtp_1                 22      22
nand3_1                  2       2
nand2_1                  7       7
ha_1                     4       4
-- final cells by class --
class / count / area (µm²)
Fill cell: 1037 / 8060
Clock buffer: 4 / 55.1
Timing Repair Buffer: 4 / 37.5
Sequential cell: 22 / 551
Tap cell: 111 / 139
Inverter: 3 / 11.3
Multi-Input combinational cell: 51 / 348
-- power groups by stage --
stage	Sequential (mW)	Combinational [mW]	Clock, mW
4_1_cts	0.112	0.00559	0.0761
5_1_grt	0.112	0.00618	0.0790
6_report	0.112	0.00536	0.0736
Power figures rest on the tool's default switching activity, not on a simulated workload.
