$ cat ./config.mk
export PLATFORM = sky130hd
export DESIGN_NAME = xbitshifter_single
export DESIGN_NICKNAME = xbitshifter_single
export VERILOG_FILES = /design/flow/design.v
export SDC_FILE = /design/flow/constraint.sdc
export NUM_CORES = 4
export LEC_CHECK = 1
export CORE_UTILIZATION = 30
$ cat ./constraint.sdc
current_design xbitshifter_single

set clk_period 4.8
set clk_io_pct 0.2

create_clock -name clk0 -period $clk_period [get_ports {clk}]

set non_clock_inputs [all_inputs -no_clocks]
set_input_delay [expr $clk_period * $clk_io_pct] -clock clk0 $non_clock_inputs
set_output_delay [expr $clk_period * $clk_io_pct] -clock clk0 [all_outputs]
$ cat ./design.v
(* top *) module bitshifter #(
  parameter integer DIV     = 50_000,
  parameter integer N       = 8
)(
  (* iopad_external_pin *) input  wire clk,
  (* iopad_external_pin *) input  wire cs,
  (* iopad_external_pin *) input  wire sdo,
  (* iopad_external_pin *) input  wire btn_raw,
  (* iopad_external_pin *) output wire miso,
  (* iopad_external_pin *) output wire o_clk,
  (* iopad_external_pin *) output wire o_cs,
  (* iopad_external_pin *) output wire o_cs_en
);
  reg init1, init2;
  wire por_active = ~init2;
  reg btn_sync1, btn_sync2;
  reg [31:0] div_cnt;
  wire sample_en = (div_cnt == (DIV-1));
  reg  [N-1:0] hist;
  reg          btn_stable;
  wire [N-1:0] next_hist    = {hist[N-2:0], btn_sync2};
  wire         set_cond     = &next_hist;
  wire         clr_cond     = ~|next_hist;
  wire         next_stable  = set_cond ? 1'b1 :
                              clr_cond ? 1'b0 :
                                         btn_stable;
  wire         btn_inc_pulse= sample_en && (next_stable & ~btn_stable);
  reg  [3:0]  len;
  reg  [14:0] pipe;
  assign o_clk   = clk;
  assign miso    = sdo;
  assign o_cs_en = 1'b1;
  assign o_cs    = (len == 4'd0) ? cs : pipe[len-1];
  integer i;
  always @(posedge clk) begin
    init1 <= 1'b1;
    init2 <= init1;
    btn_sync1 <= btn_raw;
    btn_sync2 <= btn_sync1;
    if (por_active) begin
      div_cnt <= 32'd0;
    end else if (sample_en) begin
      div_cnt <= 32'd0;
    end else begin
      div_cnt <= div_cnt + 32'd1;
    end
    if (por_active) begin
      len        <= 4'd0;
      pipe       <= 15'd0;
      hist       <= {N{1'b0}};
      btn_stable <= 1'b0;
    end else begin
      if (sample_en) begin
        hist       <= next_hist;
        btn_stable <= next_stable;
      end
      if (btn_inc_pulse) begin
        len <= (len == 4'd15) ? 4'd0 : (len + 4'd1);
      end
      pipe <= {pipe[13:0], cs};
    end
  end
endmodule
(* top *)
module xbitshifter_single #(
  parameter integer N        = 128,  
  parameter integer MAX_LEN  = 15,   
  parameter integer RES_INIT = 0     
)(
  input  wire clk,        
  input  wire rst,        
  input  wire btn_raw,    
  input  wire in_bit,     
  output wire out         
);
  reg rst_ff1, rst_ff2;
  always @(posedge clk) begin
    rst_ff1 <= rst;
    rst_ff2 <= rst_ff1;
  end
  wire rst_sync = rst_ff2;
  reg s1, s2;
  always @(posedge clk) begin
    if (rst_sync) begin
      s1 <= 1'b0;
      s2 <= 1'b0;
    end else begin
      s1 <= btn_raw;
      s2 <= s1;
    end
  end
  wire btn_pulse;
  generate
    if (N >= 2) begin : GEN_BTN_N_GE2
      reg [N-1:0] hist;
      always @(posedge clk) begin
        if (rst_sync) hist <= {N{1'b0}};
        else          hist <= {hist[N-2:0], s2};
      end
      wire all_one  = &hist;
      wire all_zero = ~|hist;
      reg stable, stable_d;
      always @(posedge clk) begin
        if (rst_sync) begin
          stable   <= 1'b0;
          stable_d <= 1'b0;
        end else begin
          if (all_one)       stable <= 1'b1;
          else if (all_zero) stable <= 1'b0;
          stable_d <= stable;
        end
      end
      assign btn_pulse = (stable & ~stable_d);
    end else begin : GEN_BTN_N_EQ1
      reg s2_d;
      always @(posedge clk) begin
        if (rst_sync) s2_d <= 1'b0;
        else          s2_d <= s2;
      end
      assign btn_pulse = (s2 & ~s2_d);
    end
  endgenerate
  reg in_bit_sync;
  always @(posedge clk) begin
    if (rst_sync) in_bit_sync <= 1'b0;
    else          in_bit_sync <= in_bit;
  end
  localparam integer LEN_W = (MAX_LEN > 0) ? $clog2(MAX_LEN+1) : 1;
  reg [LEN_W-1:0] len;
  always @(posedge clk) begin
    if (rst_sync) begin
      len <= {LEN_W{1'b0}};
    end else if (btn_pulse) begin
      if (len == MAX_LEN[LEN_W-1:0]) len <= {LEN_W{1'b0}};
      else                           len <= len + 1'b1;  
    end
  end
  generate
    if (MAX_LEN >= 2) begin : GEN_SHIFT_GE2
      reg [MAX_LEN-1:0] shift_reg;
      always @(posedge clk) begin
        if (rst_sync) shift_reg <= {MAX_LEN{1'b0}};
        else          shift_reg <= {shift_reg[MAX_LEN-2:0], in_bit_sync};
      end
      wire [MAX_LEN:0] pipe = {shift_reg, in_bit_sync};
      reg out_reg;
      always @(posedge clk) begin
        if (rst_sync) out_reg <= (RES_INIT != 0);
        else          out_reg <= pipe[len];
      end
      assign out = out_reg;
    end else if (MAX_LEN == 1) begin : GEN_SHIFT_EQ1
      reg shift1;
      always @(posedge clk) begin
        if (rst_sync) shift1 <= 1'b0;
        else          shift1 <= in_bit_sync;
      end
      wire [1:0] pipe = {shift1, in_bit_sync};
      reg out_reg;
      always @(posedge clk) begin
        if (rst_sync) out_reg <= (RES_INIT != 0);
        else          out_reg <= pipe[len];
      end
      assign out = out_reg;
    end else begin : GEN_SHIFT_EQ0  
      reg out_reg;
      always @(posedge clk) begin
        if (rst_sync) out_reg <= (RES_INIT != 0);
        else          out_reg <= in_bit_sync;  
      end
      assign out = out_reg;
    end
  endgenerate
endmodule
$ cat ./run.sh
#!/bin/bash
# OpenROAD 26Q1-2900-gdf79404cd8, Yosys 0.63+post, stock flow scripts
make -C /OpenROAD-flow-scripts/flow DESIGN_CONFIG=/design/flow/config.mk WORK_HOME=/design/flow/orfs finish
==> run_results.csv <==
group,metric,value,unit
place,placed_cells,635,
synthesis,numSynthFlops,155,
power_and_ir_drop,leakage,2.13,nW
synthesis,yosys-top-cells-area,"dfxtp_1 (64%), nor2b_1 (19%), nand4_1 (5.0%), nor4_1 (5.0%), mux4_1 (2.2%)",
sta,post-route-period-util,0.442,
power_and_ir_drop,p_per_area,479,mW/mm^2
floorplanning,io-pin-count,5,
layout,drive_above_1_share,0.0735,
sta,fin_crit,2120,ps
sta,finalSetupViolCount,0,
synthesis,ys_cells,431,
routing,wl,9190,um
clocking,hold_buffers,0,
place,post-dp-hpwl,5960,um
run_status,status,"finished clean",
synthesis,synth_cells,431,
routing,postRouteAntennaNets,0,
sta,slew_headroom,0.556,
floorplanning,die-area,0.0168,mm^2
power_and_ir_drop,worst_ir_drop_vdd,0.238,mV
floorplanning,fp-utilization,0.307,
grt,grt.overflow.total,0,
floorplanning,fp.dieH,130,um
clocking,ctsResizeCount,0,
sta,hold_ws,327,ps
worst_setup_path,critPathLaunchType,"flop",
synthesis,ys_area,0.00488,mm^2
worst_setup_path,cp-end-kind,"primary output",
synthesis,syn_avg_cell_area,11.3,um^2
sta,slew_viol_final,0,
clocking,cts.sinks,155,
worst_setup_path,crit_family,"buffers and inverters",
clocking,clock_path_buffers,2,
sta,worst_pin_slew,666,ps
routing,drtIter0Drc,269,
synthesis,syn_area,0.00488,mm^2
routing,routed_via_density,4.48,
routing,dr_wl_met2,3760,um
layout,syn2layout_area_growth,18.4,%
layout,layout.cells.non_filler,665,
floorplanning,die_w,130,um
routing,vias,2980,
worst_setup_path,r2r_cells,3,
worst_setup_path,worstReg2RegStart,"len[0]",
place,gp_congestion,0.827,
worst_hold_path,min_path_cells,0,
routing,first_pass_iters,4,
worst_setup_path,crit_fanout,1,
worst_setup_path,reg2reg_slack,2950,ps
synthesis,ys_types,23,
routing,met1_length,4940,um
worst_setup_path,max_stage_delay,450,ps
place,port_buffers,4,
layout,lay_top_count,"dfxtp_1",
routing,wire_per_inst,13.8,um
clocking,post-cts-setup-buffers,0,
flow_run,cap_violations,0,
worst_setup_path,cp_num_buf_inv,1,
layout,final_cell_mix,"dfxtp_1 (154), nor2b_1 (148), nand4_1 (39), nor4_1 (39), clkbuf_16 (18)",
sta,finalHoldViolCount,0,
grt,antenna_found_initial,0,
routing,drc_errors,0,
clocking,htree_levels,4,
clocking,clk_pin_slew_worst_paths,60,ps
worst_hold_path,min_path_type,"flop to flop",
sta,fmax,472,MHz
sta,rsz0062_at_grt,"no",
layout,largest_register_ffs,128,
grt,grt_pass1_wl,15200,um
synthesis,ys_seq_share,0.635,
worst_setup_path,worst_path_max_delay_cell,"clkdlybuf4s50_1",
power_and_ir_drop,power.total,2.77,mW
synthesis,yosysTopAreaCell,"dfxtp_1",
clocking,clock.latency.late_pin,410,ps
synthesis,top_cell_area_share,0.635,
routing,dr_wl_met3,391,um
floorplanning,core,0.0159,mm^2
routing,n_antenna_cell,0,
worst_setup_path,r2r-end,"GEN_SHIFT_GE2.out_reg",
worst_setup_path,criticalPathCategory,"flop to primary output",
flow_run,warnings,25,
sta,fin_setup_tns,0,ps
worst_setup_path,path_cells,"clkdlybuf4s50_1",
grt,grt_max_degree,71,
grt,track_usage,0.120,
worst_hold_path,hold_end,"rst_ff2",
synthesis,synth_warnings,1,
worst_setup_path,cp.arrival,1160,ps
routing,top_layer,"met4",
floorplanning,rows,46,
grt,grt_pass1_vias,2979,
worst_hold_path,hold_start,"rst_ff1",
clocking,tritoncts,"yes",
clocking,numCtsBuffers,17,
sta,skew,5.34,ps
clocking,root_buffer,"clkbuf_16",
worst_setup_path,required,3840,ps
[how the worst max path moves through the flow]
stage / start / end / slack (ps) / cells after the start
final: GEN_SHIFT_GE2.out_reg / out / 2680 / 1
after global routing: GEN_SHIFT_GE2.out_reg / out / 2630 / 1
after CTS: GEN_SHIFT_GE2.out_reg / out / 2650 / 1
[power breakdown]
| group | total [mW] | switching [mW] | internal [mW] |
|---|---|---|---|
| Clock | 1.45 | 0.503 | 0.951 |
| Sequential | 1.30 | 0.00483 | 1.29 |
| Combinational | 0.0242 | 0.0169 | 0.00733 |
| Total | 2.77 | 0.525 | 2.25 |
[per-layer routing]
layer  global-route usage  up-vias
met1                0.192     1408
met3               0.0353        8
li1                     -     1522
met5                    0        -
met4               0.0157        0
met2                0.168       42
[layout make-up]
type                       count  area (um^2)
sequential                   155         3110
clock inverter                10          189
multi-input combinational    258         1710
tap                          216          270
clock buffer                  20          458
timing repair buffer           6         55.1
fill                        1519        10100
[kinds of logic (layout without fill, tap and decap cells)]
| logic type | after synthesis | count (layout) | share of synthesized area |
|---|---|---|---|
| mux | 5 | 5 | 0.0261 |
| buf+inv | 18 | 36 | 0.0154 |
| simple gates | 243 | 243 | 0.310 |
| flops | 155 | 155 | 0.635 |
| fa+ha+maj | 1 | 1 | 0.00256 |
| compound gates | 8 | 8 | 0.00896 |
| xor+xnor | 1 | 1 | 0.00179 |
[synth_stat cells]
cell,number
a21oi_1,4
a311oi_1,1
and4_1,2
buf_6,1
clkbuf_1,17
dfxtp_1,155
ha_1,1
mux4_1,4
mux4_2,1
nand2_1,5
nand2b_1,1
nand3_1,2
nand4_1,39
nor2_1,2
nor2b_1,148
nor2b_4,1
nor3_1,1
nor4_1,39
o21ai_0,1
o21ai_1,2
or3_1,1
or4_1,2
xor2_1,1
[metrics by stage]
step                      setup slack, ps  cell area [um^2]  utilization
final                                2680              5790        0.364
after global routing                 2630              5790        0.364
after CTS                            2650              5790        0.364
after detailed placement             2960              5140        0.323
after global placement               3010              5140        0.323
after floorplan                      3110              4880            -
No activity file was given, so power comes from the tool's default toggle rates.
